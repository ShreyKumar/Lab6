==> flow/design.v <==
module fpga_top(SW, KEY, CLOCK_50, LEDR, HEX0, HEX1);
    input [9:0] SW;
    input [3:0] KEY;
    input CLOCK_50;
    output [9:0] LEDR;
    output [6:0] HEX0, HEX1;
    wire resetn;
    wire go;
    wire [7:0] data_result;
    assign go = ~KEY[1];
    assign resetn = KEY[0];
    part2 u0(
        .clk(CLOCK_50),
        .resetn(resetn),
        .go(go),
        .data_in(SW[7:0]),
        .data_result(data_result)
    );
    assign LEDR[9:0] = {2'b00, data_result};
    hex_decoder H0(
        .hex_digit(data_result[3:0]), 
        .segments(HEX0)
        );
    hex_decoder H1(
        .hex_digit(data_result[7:4]), 
        .segments(HEX1)
        );
endmodule
module part2(
    input clk,
    input resetn,
    input go,
    input [7:0] data_in,
    output [7:0] data_result
    );
    wire ld_a, ld_b, ld_c, ld_x, ld_r;
    wire ld_alu_out;
    wire [1:0]  alu_select_a, alu_select_b;
    wire alu_op;
    control C0(
        .clk(clk),
        .resetn(resetn),
        .go(go),
        .ld_alu_out(ld_alu_out), 
        .ld_x(ld_x),
        .ld_a(ld_a),
        .ld_b(ld_b),
        .ld_c(ld_c), 
        .ld_r(ld_r), 
        .alu_select_a(alu_select_a),
        .alu_select_b(alu_select_b),
        .alu_op(alu_op)
    );
    datapath D0(
        .clk(clk),
        .resetn(resetn),
        .ld_alu_out(ld_alu_out), 
        .ld_x(ld_x),
        .ld_a(ld_a),
        .ld_b(ld_b),
        .ld_c(ld_c), 
        .ld_r(ld_r), 
        .alu_select_a(alu_select_a),
        .alu_select_b(alu_select_b),
        .alu_op(alu_op),
        .data_in(data_in),
        .data_result(data_result)
    );
 endmodule        
module control(
    input clk,
    input resetn,
    input go,
    output reg  ld_a, ld_b, ld_c, ld_x, ld_r,
    output reg  ld_alu_out,
    output reg [1:0]  alu_select_a, alu_select_b,
    output reg alu_op
    );
    reg [3:0] current_state, next_state; 
    localparam  S_LOAD_A        = 4'd0,
                S_LOAD_A_WAIT   = 4'd1,
                S_LOAD_B        = 4'd2,
                S_LOAD_B_WAIT   = 4'd3,
                S_LOAD_C        = 4'd4,
                S_LOAD_C_WAIT   = 4'd5,
                S_LOAD_X        = 4'd6,
                S_LOAD_X_WAIT   = 4'd7,
                S_CYCLE_0       = 4'd8,
                S_CYCLE_1       = 4'd9,
                S_CYCLE_2       = 4'd10;
    always@(*)
    begin: state_table 
            case (current_state)
                S_LOAD_A: next_state = go ? S_LOAD_A_WAIT : S_LOAD_A;  
                S_LOAD_A_WAIT: next_state = go ? S_LOAD_A_WAIT : S_LOAD_B;  
                S_LOAD_B: next_state = go ? S_LOAD_B_WAIT : S_LOAD_B;  
                S_LOAD_B_WAIT: next_state = go ? S_LOAD_B_WAIT : S_LOAD_C;  
                S_LOAD_C: next_state = go ? S_LOAD_C_WAIT : S_LOAD_C;  
                S_LOAD_C_WAIT: next_state = go ? S_LOAD_C_WAIT : S_LOAD_X;  
                S_LOAD_X: next_state = go ? S_LOAD_X_WAIT : S_LOAD_X;  
                S_LOAD_X_WAIT: next_state = go ? S_LOAD_X_WAIT : S_CYCLE_0;  
                S_CYCLE_0: next_state = S_CYCLE_1;
                S_CYCLE_1: next_state = S_LOAD_A;  
            default:     next_state = S_LOAD_A;
        endcase
    end  
    always @(*)
    begin: enable_signals
        ld_alu_out = 1'b0;
        ld_a = 1'b0;
        ld_b = 1'b0;
        ld_c = 1'b0;
        ld_x = 1'b0;
        ld_r = 1'b0;
        alu_select_a = 2'b00;
        alu_select_b = 2'b00;
        alu_op       = 1'b0;
        case (current_state)
            S_LOAD_A: begin
                ld_a = 1'b1;
                end
            S_LOAD_B: begin
                ld_b = 1'b1;
                end
            S_LOAD_C: begin
                ld_c = 1'b1;
                end
            S_LOAD_X: begin
                ld_x = 1'b1;
                end
            S_CYCLE_0: begin  
                ld_alu_out = 1'b1; ld_a = 1'b1;  
                alu_select_a = 2'b00;  
                alu_select_b = 2'b00;  
                alu_op = 1'b1;  
            end
            S_CYCLE_1: begin
                ld_r = 1'b1;  
                alu_select_a = 2'b00;  
                alu_select_b = 2'b10;  
                alu_op = 1'b0;  
            end
        endcase
    end  
    always@(posedge clk)
    begin: state_FFs
        if(!resetn)
            current_state <= S_LOAD_A;
        else
            current_state <= next_state;
    end  
endmodule
module datapath(
    input clk,
    input resetn,
    input [7:0] data_in,
    input ld_alu_out, 
    input ld_x, ld_a, ld_b, ld_c,
    input ld_r,
    input alu_op, 
    input [1:0] alu_select_a, alu_select_b,
    output reg [7:0] data_result
    );
    reg [7:0] a, b, c, x;
    reg [7:0] alu_out;
    reg [7:0] alu_a, alu_b;
    always @ (posedge clk) begin
        if (!resetn) begin
            a <= 8'd0; 
            b <= 8'd0; 
            c <= 8'd0; 
            x <= 8'd0; 
        end
        else begin
            if (ld_a)
                a <= ld_alu_out ? alu_out : data_in;  
            if (ld_b)
                b <= ld_alu_out ? alu_out : data_in;  
            if (ld_x)
                x <= data_in;
            if (ld_c)
                c <= data_in;
        end
    end
    always @ (posedge clk) begin
        if (!resetn) begin
            data_result <= 8'd0; 
        end
        else 
            if(ld_r)
                data_result <= alu_out;
    end
    always @(*)
    begin
        case (alu_select_a)
            2'd0:
                alu_a = a;
            2'd1:
                alu_a = b;
            2'd2:
                alu_a = c;
            2'd3:
                alu_a = x;
            default: alu_a = 8'd0;
        endcase
        case (alu_select_b)
            2'd0:
                alu_b = a;
            2'd1:
                alu_b = b;
            2'd2:
                alu_b = c;
            2'd3:
                alu_b = x;
            default: alu_b = 8'd0;
        endcase
    end
    always @(*)
    begin : ALU
        case (alu_op)
            0: begin
                   alu_out = alu_a + alu_b;  
               end
            1: begin
                   alu_out = alu_a * alu_b;  
               end
            default: alu_out = 8'd0;
        endcase
    end
endmodule
module hex_decoder(hex_digit, segments);
    input [3:0] hex_digit;
    output reg [6:0] segments;
    always @(*)
        case (hex_digit)
            4'h0: segments = 7'b100_0000;
            4'h1: segments = 7'b111_1001;
            4'h2: segments = 7'b010_0100;
            4'h3: segments = 7'b011_0000;
            4'h4: segments = 7'b001_1001;
            4'h5: segments = 7'b001_0010;
            4'h6: segments = 7'b000_0010;
            4'h7: segments = 7'b111_1000;
            4'h8: segments = 7'b000_0000;
            4'h9: segments = 7'b001_1000;
            4'hA: segments = 7'b000_1000;
            4'hB: segments = 7'b000_0011;
            4'hC: segments = 7'b100_0110;
            4'hD: segments = 7'b010_0001;
            4'hE: segments = 7'b000_0110;
            4'hF: segments = 7'b000_1110;   
            default: segments = 7'h7f;
        endcase
endmodule
==> flow/run.sh <==
#!/bin/bash
# OpenROAD 26Q1-2900-gdf79404cd8, Yosys 0.63+post, stock flow scripts
make -C /OpenROAD-flow-scripts/flow DESIGN_CONFIG=/design/flow/config.mk WORK_HOME=/design/flow/orfs finish
==> flow/config.mk <==
export PLATFORM = sky130hd
export DESIGN_NAME = fpga_top
export DESIGN_NICKNAME = fpga_top
export VERILOG_FILES = /design/flow/design.v
export SDC_FILE = /design/flow/constraint.sdc
export NUM_CORES = 4
export LEC_CHECK = 1
export CORE_UTILIZATION = 30
==> flow/constraint.sdc <==
current_design fpga_top

set clk_period 5.1
set clk_io_pct 0.2

create_clock -name clk0 -period $clk_period [get_ports {CLOCK_50}]

set non_clock_inputs [all_inputs -no_clocks]
set_input_delay [expr $clk_period * $clk_io_pct] -clock clk0 $non_clock_inputs
set_output_delay [expr $clk_period * $clk_io_pct] -clock clk0 [all_outputs]
==> changes_impl.md <==
## Implementation

- Avg Vias per Cell: between 4 and 5
- Synth area leader: dfxtp_1
- Diode count: 0
- Peak fanout along the critical path: 13
- H-tree levels: 2
- Clock buffer depth: 2
- Worst slew margin: 0.560
- Top cells by area: dfxtp_1, ha_1, fa_1
- Critical Path AT: 5.05 ns
- Most common logic cells in the final layout: dfxtp_1, inv_1, nor2_1
- CTS buffer count: 5
- GRT Overall Usage: 0.134
- Yosys stat chip area: 3410 um^2
- Initial DRT Pass Iterations: 4
- I/O pins: 39
- Post-synthesis cell area: 3410 um^2
- Starting Density: 0.311
- Seq/Total Area, Yosys: 0.282
- RSZ-0062 raised after global routing: false
- Hold Buf Count CTS: 0
- Final std cells w/o fill: around 560
- Max-slew violations: 0
- Setup crit end kind: flop
- Die W: approximately 110 um
- Setup tns final: 0 ns
- Initial antenna violation count: 0
- Top cell excl fill/tap: dfxtp_1
- Iter 0 DRT Violations: between 100 and 150
- Synthesis-to-layout area growth: 21.2%
- Tool warnings: 37
- IO Port Bufs: 32
- Max Cap Violations: 0
- VDD IR max: 0.000159 V
- CP startpoint kind: flop
- Setup Viol. Count Final: 0
- Avg Cell Area, Syn: roughly 9 um^2
- Placed Instances: ~550
- WL/cell: approximately 13 um
- CORE AREA: 11,000 um^2
- CTS clk-pin slew, worst paths: 0.07 ns
- Routability congestion estimate: 0.910
- Hold Fails Final Rpt: 0
- Total gr overflow: 0
- Tally of filler cells in the layout: 1,061
- Count of different cell masters after synthesis: 52
- Crit path time final: 4.88 ns
- Post-route clock skew: 0.00792 ns
- DP Worst Slack: 0.0370 ns
- CTS Root Cell: clkbuf_16
- Number of cell rows: 38
- Post-synth EDFFs: 0
- Setup WS post-layout: between 0.2 and 0.25 ns
- Vias: 2,608
- Dominant cell area share: 0.282
- Die area: 11,800 um^2
- Fraction of layout cells with a size suffix above 1: 0.107
- Leak: 1.77 nW
- Dpl hpwl: 5510 um
- Drt drc: 0
- Clock latency on the worst-skew pair: 0.29 ns
- Top FF cell, synth: dfxtp_1
- Ys async rst share: 0
- CP required: 5.27 ns
- Pin count of the biggest net entering global routing: 30
- ANT nets after route: 0
- TritonCTS clock tree: done
- Clk sink count: roughly 48
- Worst Max-Slew Pin Slew: 0.655 ns
- Global-route wire length before repair: 12,300 um
- YS warnings: 3
- Core Util, Final: 0.377
- Vias in the first global route: around 2,500
- Ys cells: about 380
- Post-Synthesis Cells: 381
- Status: finished clean
- Worst min path class: reg -> reg
- Setup Crit Path Kind: reg -> reg
- Post-Route WL: between 7000 and 8000 um
- Tcrit/Tclk final: 0.956
- Post-synth regs: between 40 and 50
- Fmax: 0.205 GHz
- PwrDens: 217 nW/um^2
- DIE HEIGHT: 109 um
[registers in the layout, summed over array words and instances (netlist names)]
signal / flops
u0.C0.current_state: 10
HEX0: 7
HEX1: 7
u0.D0.c: 8
u0.D0.a: 8
u0.D0.data_result: 8
[cell usage after synthesis (5+ instances only)]
cell,count
dfxtp_1,48
inv_1,39
nor2_1,39
ha_1,33
nand2_1,28
mux2i_1,22
and2_1,14
xnor2_1,14
fa_1,13
a21oi_1,12
nand2b_1,12
clkbuf_1,9
nor2b_1,9
a211oi_1,7
mux2_2,7
o22ai_1,7
o21ai_0,5
xor2_1,5
[power by group]
group          switching (mW)  internal (mW)
registers              0.0103          0.381
logic                  0.0690         0.0599
clock network           0.145          0.233
total                   0.224          0.674
[path summary, 6_finish.rpt]
| kind | startpoint | endpoint | slack [ns] | cells past startpoint |
|---|---|---|---|---|
| setup / recovery | u0.C0.current_state[6]$_DFF_P_ | HEX1[0]$_DFF_P_ | 0.22 | 18 |
| hold / removal | u0.C0.current_state[8]$_DFF_P_ | u0.C0.current_state[2]$_DFF_P_ | 0.46 | 2 |
| setup reg to reg | u0.C0.current_state[6]$_DFF_P_ | HEX1[0]$_DFF_P_ | 0.22 | 18 |
| hold reg to reg | u0.C0.current_state[8]$_DFF_P_ | u0.C0.current_state[2]$_DFF_P_ | 0.46 | 2 |
[logic make-up after synthesis]
family                     share of synthesized area
and+or+nand+nor                                0.159
muxes                                         0.0964
DFF                                            0.282
AOI/OAI and AO/OA                              0.136
adders and majority gates                      0.197
other                                        0.00110
xor gates and xnor gates                      0.0601
buffers and inverters                         0.0686
[layer usage]
metal | share of wire | vias to the layer above | global-route usage
met3 | 0.024 | 5 | 0.0116
met5 | 0 | - | 0
met4 | 0.011 | 0 | 0.0106
li1 | - | 1343 | -
met2 | 0.47 | 28 | 0.224
met1 | 0.50 | 1232 | 0.201
[area by class of cell]
class / count / area, um^2 / area share
inverter: 43 / 161 / 0.0390
sequential: 48 / 962 / 0.233
clock buffer: 5 / 125 / 0.0303
tap: 140 / 175 / 0.0424
multi-input combinational: 276 / 2230 / 0.539
timing repair buffer: 46 / 438 / 0.106
clock inverter: 3 / 46.3 / 0.0112
[worst max-delay path: stages, from the launching register on]
cell and delay, ns:
dfxtp_1 0.43, mux2_2 0.41, ha_1 0.22, inv_1 0.08, fa_1 0.38, inv_1 0.07, ha_1 0.26, fa_1 0.54
inv_1 0.05, fa_1 0.54, inv_1 0.04, ha_1 0.31, a21oi_1 0.27, xnor2_1 0.17, xnor3_1 0.32, o221ai_4 0.19
buf_12 0.17, xnor2_1 0.07, o221a_1 0.23
[through the flow]
| stage | cell area, um^2 | hold WS [ns] | power (mW) |
|---|---|---|---|
| floorplan | 3420 | 0.433 | 0.487 |
| global placement | 3910 | 0.444 | 0.527 |
| detailed placement | 3910 | 0.449 | 0.527 |
| CTS | 4090 | 0.467 | 0.906 |
| global route | 4140 | 0.505 | 0.938 |
| finish | 4140 | 0.464 | 0.898 |
[what timing repair did]
action | in CTS | in global routing
gates resized | 0 | 2
hold endpoints to repair | 0 | 0
setup buffers | 0 | 4
setup endpoints to repair | 0 | 7
Power and IR drop assume default switching activity.
