<file path="flow/config.mk">
export PLATFORM = sky130hd
export DESIGN_NAME = sequence_detector
export DESIGN_NICKNAME = sequence_detector
export VERILOG_FILES = /design/flow/design.v
export SDC_FILE = /design/flow/constraint.sdc
export NUM_CORES = 4
export LEC_CHECK = 1
export CORE_AREA = 10 10 70 70
export DIE_AREA = 0 0 80 80
</file>
<file path="flow/run.sh">
#!/bin/bash
# OpenROAD 26Q1-2900-gdf79404cd8, Yosys 0.63+post, stock flow scripts
make -C /OpenROAD-flow-scripts/flow DESIGN_CONFIG=/design/flow/config.mk WORK_HOME=/design/flow/orfs finish
</file>
<file path="flow/constraint.sdc">
current_design sequence_detector

set clk_period 1.8
set clk_io_pct 0.2

create_clock -name clk0 -period $clk_period [get_ports {KEY}]

set non_clock_inputs [all_inputs -no_clocks]
set_input_delay [expr $clk_period * $clk_io_pct] -clock clk0 $non_clock_inputs
set_output_delay [expr $clk_period * $clk_io_pct] -clock clk0 [all_outputs]
</file>
<file path="flow/design.v">
module sequence_detector(SW, KEY, LEDR);
    input [9:0] SW;
    input [3:0] KEY;
    output [9:0] LEDR;
    wire w, clock, resetn, out_light;
    reg [2:0] y_Q, Y_D;  
    localparam A = 3'b000, B = 3'b001, C = 3'b010, D = 3'b011, E = 3'b100, F = 3'b101, G = 3'b110;
    assign w = SW[1];
    assign clock = ~KEY[0];
    assign resetn = SW[0];
    always @(*)
    begin: state_table
        case (y_Q)
            A: begin
                   if (!w) Y_D = A;
                   else Y_D = B;
               end
            B: begin
                   if(!w) Y_D = A;
                   else Y_D = C;
               end
            C: begin
                   if(!w) Y_D = E;
                   else Y_D = D;
               end
            D: begin
                   if(!w) Y_D = E;
                   else Y_D = F;
               end
            E: begin
                   if(!w) Y_D = A;
                   else Y_D = G;
               end
            F: begin
                   if(!w) Y_D = E;
                   else Y_D = F;
               end
            G: begin
                   if(!w) Y_D = A;
                   else Y_D = C;
               end
            default: Y_D = A;
        endcase
    end  
    always @(posedge clock)
    begin: state_FFs
        if(resetn == 1'b0)
            y_Q <=  A;  
        else
            y_Q <= Y_D;
    end  
    assign out_light = ((y_Q == F) || (y_Q == G));
    assign LEDR[9] = out_light;
    assign LEDR[2:0] = y_Q;
endmodule
</file>
==> results_slide.txt <==
Flow Results at a Glance

Final layout
  – Core Util, Final: 11.79%
  – Largest Register: y_Q
  – Top logic cells by instance count in the layout: conb_1, buf_4, nor2_1, inv_1, buf_6
  – Non-filler instance count after layout: 90
  – Most numerous logic cell after layout: conb_1
  – Max reg flops: 3
  – Fin area: 402.9 um2
  – Area delta synth->final: 91.67%
  – Share of post-route cells with drive strength above 1: 47.73%
  – Largest regs: y_Q: 3 flops

Worst hold path
  – Hold path start: y_Q[0]
  – Hold crit path type: flop to flop
  – Worst Hold End: y_Q[1]
  – Worst Hold Depth: 3

Drt
  – Pre-antenna DRT Iters: 2
  – DRC: 0
  – Final wirelength: 606 um
  – Drt wl/cell: 6.733 um
  – Vias per cell: 2.244
  – Antenna Cells: 0
  – Final antenna-violating net count: 0
  – DR iter-0 viols: 8
  – Via count: 202

Yosys
  – Distinct lib cells: 15
  – YS chip area: 210.2 um2
  – Top cell area share: 28.57%
  – Ys flops: 3
  – Post-Syn Instances: 26
  – Share of the yosys chip area belonging to registers: 28.57%
  – Ys cells: 26
  – Ys Warns: 7
  – Synth area leader: dfxtp_1
  – Average cell area after synthesis: 8.085 um2
  – Post-synthesis instance area: 210.2 um2
  – Top post-synthesis cells by area: dfxtp_1, buf_4, nor2_1, nor3b_2, nand2b_2

Global route
  – Remaining Overflow, GRT: 0
  – First-pass GRT wire length: 903 um
  – Initial antenna violation count: 0
  – Largest net degree at the start of global routing: 5
  – Number of global-route vias before repair: 240
  – GRT Util Overall: 1.898%

Critical path
  – CP max FO: 4
  – Reg-to-Reg End: y_Q[0]
  – Launching element type of the critical path: flop
  – Critical path class: flop to output pin
  – FF-to-FF Start: y_Q[0]
  – Number of cells on the worst reg-to-reg path: 6
  – Worst reg2reg setup slack: 780 ps
  – CP endpoint kind: output pin
  – Worst Path Arrival: 1920 ps
  – Critical path data required time: 1440 ps

Run status
  – Failing checks: setup timing
  – Run status: finished with violations

CTS
  – CTS tree: yes
  – Root Buffer: clkbuf_4
  – CTS Buf Count: 3
  – Clock sink count: 3
  – Clock Latency Late Sink: 270 ps
  – Hold_buf cts: 0
  – Clk buf depth: 2
  – H-Tree Depth: 1
  – Reg clk slew, reported paths: 30 ps

Place
  – Placed instance area: 331.6 um2
  – DP HPWL: 463.4 um
  – GP Congestion: 0.6462
  – Cells after DPL: 80
  – Port Buffer Count: 6
  – Pre-CTS setup slack: -545.8 ps

Die
  – Core area: 3416 um2
  – Chip width: 80 um
  – IO Pins: 24
  – Chip height: 80 um
  – Row Count: 21
  – Initial Util: 6.154%
  – Die ar.: 6400 um2

Final timing
  – Setup WS post-layout: -476.1 ps
  – Fin. max-slew vios: 0
  – RSZ-0062 raised after global routing: yes
  – Worst hold slack: 650.7 ps
  – Final setup viols: 4
  – Clock Skew: 1.478 ps
  – Final hold violations: 0

Pwr
  – PwrDens: 600.5 nW/um2
  – VDD IR-drop max: 0.0001716 V
  – Leakage: 0.0001909 uW

Run
  – Number of max-cap violations: 0
  – Tool warning count: 63
[worst max-delay path, cell delays in order (launching register included)]
cell	delay, ps
dfxtp_4	350
buf_6	100
nand2b_4	40
a21boi_1	140
buf_2	120
[metal layers]
| metal | vias up | wire length [um] | global-route usage [%] |
|---|---|---|---|
| met5 | - | 0 | 0 |
| met4 | 0 | 0 | 0.7042 |
| met3 | 0 | 99 | 2.614 |
| met2 | 11 | 254 | 2.408 |
| met1 | 88 | 252 | 1.660 |
| li1 | 103 | - | - |
[report_power, final]
part / total, uW / switching, uW / internal (uW)
registers: 73.8 / 3.28 / 70.6
logic: 45.1 / 15.8 / 29.3
clock network: 123 / 37.2 / 85.8
[cells by family after synthesis]
family | after synthesis | share of synthesized area, %
flops | 3 | 28.57
xor+xnor | 2 | 8.335
buf+inv | 8 | 26.78
compound gates | 3 | 9.524
other cells | 1 | 1.784
simple gates | 9 | 25.00
[metrics by stage]
step	TNS [ps]	total power, uW
2_1_floorplan	-134.9	112.6
3_3_place_gp	-2299	125.1
3_5_place_dp	-2354	125.6
4_1_cts	-1385	266.0
5_1_grt	-1328	290.0
6_report	-1061	242.0
[area by class of cell]
type,instances,area (um2)
clock buffer,3,22.52
fill,400,3013
tap,46,57.56
multi-input combinational,20,125.1
clock inverter,4,15.01
timing repair buffer,14,116.4
sequential,3,66.31
[cells in the mapped netlist, drive strengths merged]
| master | number |
|---|---|
| nor3b | 1 |
| buf | 7 |
| nand2b | 2 |
| o21ai | 1 |
| nor2b | 1 |
| inv | 1 |
| nand2 | 1 |
| o21a | 1 |
| xor2 | 1 |
| xnor2 | 1 |
| nor2 | 4 |
| a21boi | 1 |
| conb | 1 |
| dfxtp | 3 |
[repair_timing]
action	in CTS	in global routing
resized	17	4
setup endpoints to repair	5	4
buffers inserted	3	1
pin swaps	1	1
[worst max path at each step]
| stage | depth (start not counted) | endpoint | slack (ps) | from |
|---|---|---|---|---|
| after CTS | 4 | LEDR[9] | -500 | y_Q[1] |
| after global routing | 4 | LEDR[9] | -550 | y_Q[0] |
| final | 4 | LEDR[9] | -480 | y_Q[0] |
Power and IR drop assume default switching activity.
